### flow/constraint.sdc
current_design Keyboard

set clk_period 1.4
set clk_io_pct 0.2

create_clock -name clk0 -period $clk_period [get_ports {clk}]

set non_clock_inputs [all_inputs -no_clocks]
set_input_delay [expr $clk_period * $clk_io_pct] -clock clk0 $non_clock_inputs
set_output_delay [expr $clk_period * $clk_io_pct] -clock clk0 [all_outputs]
### flow/design.v
`timescale 1ns / 1ps
module Keyboard(
    input clk,
    input PS2_CLK,
    input PS2_DATA,
    output [7:0]keycode
    );
reg CLK50MHZ=0;
always @(posedge(clk))begin
    CLK50MHZ<=~CLK50MHZ;
end
PS2Receiver keyboard (
.clk(CLK50MHZ),
.kclk(PS2_CLK),
.kdata(PS2_DATA),
.keycodeout(keycode[7:0])
);
endmodule
`timescale 1ns / 1ps
module PS2Receiver(
    input clk,
    input kclk,
    input kdata,
    output reg [7:0] keycodeout
    );
    wire kclkf, kdataf;
    reg [7:0]datacur;
    reg [7:0]dataprev;
    reg [3:0]cnt;
    reg [7:0]keycode;
    reg flag;
    reg [7:0] store1,store2;
    initial begin
        keycode[7:0] <= 8'h00000000;
        cnt <= 4'b0000;
        flag <= 1'b0;
    end
debouncer_keyboard debounce(
    .clk(clk),
    .I0(kclk),
    .I1(kdata),
    .O0(kclkf),
    .O1(kdataf)
);
always@(negedge(kclkf))begin
    case(cnt)
    0:; 
    1:datacur[0]<=kdataf;
    2:datacur[1]<=kdataf;
    3:datacur[2]<=kdataf;
    4:datacur[3]<=kdataf;
    5:datacur[4]<=kdataf;
    6:datacur[5]<=kdataf;
    7:datacur[6]<=kdataf;
    8:datacur[7]<=kdataf;
    9:flag<=1'b1;
    10:flag<=1'b0;
    endcase
        if(cnt<=9) 
            cnt<=cnt+1;
        else if(cnt==10) 
            cnt<=0;
end
always@(posedge flag)begin
    dataprev <= datacur;
    store1 <= datacur;
    store2 <= dataprev;
end
always@(posedge flag)begin
    if (datacur == 'hF0)
        keycodeout <= dataprev;
    else
        keycodeout <= datacur;
end
endmodule
`timescale 1ns / 1ps
module debouncer_keyboard(
    input clk,
    input I0,
    input I1,
    output reg O0,
    output reg O1
    );
    reg [4:0]cnt0, cnt1;
    reg Iv0=0, Iv1=0;
    reg out0, out1;
always@(posedge(clk))begin
    if (I0==Iv0)begin
        if (cnt0 == 19)
            O0 <= I0;
        else 
            cnt0 <= cnt0 + 1;
      end
    else begin
        cnt0 <= "00000";
        Iv0 <= I0;
    end
    if (I1==Iv1)begin
            if (cnt1 == 19)
                O1 <= I1;
            else 
                cnt1 <= cnt1+1;
          end
        else begin
            cnt1 <= "00000";
            Iv1 <= I1;
        end
    end
endmodule
### flow/config.mk
export PLATFORM = sky130hd
export DESIGN_NAME = Keyboard
export DESIGN_NICKNAME = Keyboard
export VERILOG_FILES = /design/flow/design.v
export SDC_FILE = /design/flow/constraint.sdc
export NUM_CORES = 4
export LEC_CHECK = 1
export CORE_AREA = 10 10 105 105
export DIE_AREA = 0 0 115 115
### flow/run.sh
#!/bin/bash
# OpenROAD 26Q1-2900-gdf79404cd8, Yosys 0.63+post, stock flow scripts
make -C /OpenROAD-flow-scripts/flow DESIGN_CONFIG=/design/flow/config.mk WORK_HOME=/design/flow/orfs finish
==> flow_summary.yaml <==
# flow metrics
floorplan:
  io_pins: 11
  fp-utilization_pct: 18.3
  coreArea_sq_mm: 0.00876
  rows: 34
  die_area_sq_mm: 0.0132
  die_x_um: 115
  die_h_um: 115
pwr:
  p_sw_uw: 10.0
  clock_power_share_pct: 0
  swShare_pct: 19.8
  power_density_mw_per_mm2: 27.3
  irDropWorstVdd_uv: 45.4
  p_int_uw: 40.5
  leakagePower_nw: 0.683
  fin_total_pwr_uw: 50.5
  p_seq_share_pct: 63.9
  comb_power_share_pct: 36.1
drt:
  top_layer_used: "met3"
  wl_met1_um: 974
  ant_nets: 0
  wl_met3_um: 79
  wirelength_um: 1930
  num_vias: 823
  via_per_inst: 3.41
  diodes: 0
  drt_iter0_markers: 11
  wl_met2_um: 876
  drc_errors: 0
  dr.pass1.iters: 4
  wl_per_cell_um: 8.01
setup_path:
  crit_slowest_cell: "dfxtp_1"
  endpoint_kind: "flop"
  critPathLaunch: "CLK50MHZ"
  rr_startpoint: "CLK50MHZ"
  crit_path_max_incr_delay_ns: 0.28
  cp_num_buf_inv: 2
  endpoint: "CLK50MHZ"
  cp.arrival_ns: 0.50
  cp_max_fo: 15
  r2r_slack_ns: 0.78
  r2r_cells: 2
  startpoint_type: "flop"
  crit_chain: "buf_4, inv_1"
  worstSetupPathType: "reg2reg"
  crit_cells: 2
  r2r_end: "CLK50MHZ"
  path_delay_family: "flip-flops"
  required_ns: 1.28
synthesis:
  yosysWarnings: 3
  netlist_instances: 122
  async_flop_share_pct: 0
  yosysCellCount: 122
  synthesis.area_sq_mm: 0.00160
  post_synth.cell_area_avg_sq_um: 13.1
  postSynthSeqShare_pct: 65.5
  ys_area_sq_mm: 0.00160
  edf_count: 17
  ys.flop_type: "dfxtp_1"
  ys.flops: 44
  yosysUniqueCellTypes: 28
timing:
  untimed_endpoints: 68
  worst_slack_ns: 0.779
  skew_ns: 0
  timing.hold.ws_ns: 0.529
  fmax_mhz: 1610
  hold_viol_final: 0
  period_used_pct: 44.4
  unclocked_regs: 43
  slew_viol_final: 0
  fin_crit_ns: 0.621
  finalSetupTns_ns: 0
  final-setup-viol-count: 0
  slew_headroom_pct: 59.4
  worstMarginPinSlew_ns: 0.602
  rsz0062_at_grt: "no"
clock_network:
  clk_pin_slew_ns: 0
  cts_resized: 0
  post-cts-setup-buffers: 0
  cts_hold_buf: 0
  worstSkewPairLatency_ns: 0
status:
  status: "finished clean"
grt:
  grt_max_degree: 17
  grt_usage_pct: 2.77
  antenna_found_initial: 0
  first_global_vias: 798
  grt_pass1_wl_um: 3330
  overflow: 0
cells_and_area:
  area_delta_synth_final_pct: 15.1
  drive_gt1_share_pct: 4.51
  final_area_sq_mm: 0.00185
  fillers: 935
  fin_cells: 241
  utilization_pct: 21.1
placed_design:
  placed_area_sq_mm: 0.00185
  numPlacedInstances: 241
  dp_hpwl_um: 1570
  numPortBuffers: 10
  place_worst_setup_slack_ns: 0.769
  globalplace.congestion: 0.767
run:
  cap_viol_max_count: 0
  warnings: 32
min_path:
  hold_path.class: "reg2reg"
power groups by stage:
stage	clock (mW)	combinational (mW)	sequential (mW)
final	0	0.0182	0.0323
after global routing	0	0.0206	0.0323
after CTS	0	0.0189	0.0323
logic make-up (layout without fill, tap and decap cells):
family / Yosys count / count (layout) / share of synthesized area, %
DFF: 44 / 44 / 65.5
and+or+nand+nor: 39 / 39 / 14.0
AOI/OAI and AO/OA: 14 / 14 / 6.55
xor gates and xnor gates: 11 / 11 / 6.01
adders and majority gates: 7 / 7 / 5.46
buffers and inverters: 5 / 16 / 1.17
muxes: 2 / 2 / 1.25
sequential cells by signal (all words and copies together) (netlist names), 4 cells and up:
register and flops:
keyboard.cnt 4, keyboard.datacur 8, keyboard.dataprev 8, keyboard.debounce.cnt0 5, keyboard.debounce.cnt1 5, keyboard.keycodeout 8
layer usage:
layer  vias to the layer above  GRT usage (%)
met5                         -              0
met4                         0              0
met3                         0          0.158
met2                        11           5.14
met1                       374           3.71
li1                        438              -
cell type report:
cell class / instances / area (sq um) / share of cell area, %
multi-input combinational: 73 / 534 / 28.9
inverter: 5 / 18.8 / 1.02
timing repair buffer: 11 / 108 / 5.83
sequential: 44 / 1050 / 56.9
tap: 108 / 135 / 7.32
placed cells by master (no fill, tap or decap), types with 4 or more instances in the layout:
cell	n
xor2_1	6
xnor2_1	5
o21a_1	5
nand2_1	4
and2_1	8
clkdlybuf4s50_1	10
edfxtp_1	17
dfxtp_1	27
nor2_1	11
nand3_1	4
inv_1	5
ha_1	7
worst min-delay path by stage:
| stage | start | end | slack (ns) | cells past startpoint |
|---|---|---|---|---|
| 4_1_cts | CLK50MHZ | CLK50MHZ | 0.54 | 2 |
| 5_1_grt | CLK50MHZ | CLK50MHZ | 0.58 | 2 |
| 6_report | CLK50MHZ | CLK50MHZ | 0.53 | 2 |
cell usage after synthesis, types with 2 or more instances:
library cell  count  area, sq um
a21o_1            3         22.5
and2_1            8         50.1
dfxtp_1          27          541
edfxtp_1         17          510
ha_1              7         87.6
inv_1             5         18.8
mux2i_1           2         20.0
nand2_1           4         15.0
nand3_1           4         20.0
nor2_1           11         41.3
nor2b_1           3         18.8
nor3_1            2         10.0
o21a_1            5         37.5
xnor2_1           5         43.8
xor2_1            6         52.6
tightest hold or removal path, cell delays in order (launching register included):
cell and delay [ns]:
dfxtp_1 0.27, buf_4 0.17, inv_1 0.05
Power and IR drop assume default switching activity.
