===== ./run.sh =====
#!/bin/bash
# OpenROAD 26Q1-2900-gdf79404cd8, Yosys 0.63+post, stock flow scripts
make -C /OpenROAD-flow-scripts/flow DESIGN_CONFIG=/design/flow/config.mk WORK_HOME=/design/flow/orfs finish

===== ./config.mk =====
export PLATFORM = sky130hd
export DESIGN_NAME = btn_flsm
export DESIGN_NICKNAME = btn_flsm
export VERILOG_FILES = /design/flow/design.v
export SDC_FILE = /design/flow/constraint.sdc
export NUM_CORES = 4
export LEC_CHECK = 1
export CORE_UTILIZATION = 40

===== ./constraint.sdc =====
current_design btn_flsm

set clk_period 2.5
set clk_io_pct 0.2

create_clock -name clk0 -period $clk_period [get_ports {clk}]

set non_clock_inputs [all_inputs -no_clocks]
set_input_delay [expr $clk_period * $clk_io_pct] -clock clk0 $non_clock_inputs
set_output_delay [expr $clk_period * $clk_io_pct] -clock clk0 [all_outputs]

===== ./design.v =====
`timescale 1ns / 1ps
module btn_flsm(
    input clk,
    input rst,
    input btnC,  
    input btnR,  
    input btnL,  
    input btnU,  
    input btnD,  
    input [1:0] ud,          
    input [9:0] gameover,    
    output reg [3:0] addr,   
    output reg [1:0] wd,     
    output wire wen          
    );
    wire [4:0] p, db; 
    debouncer dbC (clk, rst, btnC, db[0]); 
    debouncer dbL (clk, rst, btnL, db[1]);
    debouncer dbR (clk, rst, btnR, db[2]);
    debouncer dbU (clk, rst, btnU, db[3]);
    debouncer dbD (clk, rst, btnD, db[4]);
    pulser pC (clk, rst, db[0], p[0]); 
    pulser pL (clk, rst, db[1], p[1]);
    pulser pR (clk, rst, db[2], p[2]);
    pulser pU (clk, rst, db[3], p[3]);
    pulser pD (clk, rst, db[4], p[4]);
    assign wen = p[0];
    always@(posedge clk or posedge rst)
    begin
        if(rst)
            addr[1:0] <= 2'b00;
        else if (p[2:1] == 2'b10) 
            addr[1:0] <= (addr[1:0] == 2'd2) ? 2'd0 : addr[1:0] + 1'b1;
        else if (p[2:1] == 2'b01)
            addr[1:0] <= (addr[1:0] == 2'd0) ? 2'd2 : addr[1:0] - 1'b1;
        else
            addr[1:0] <= addr[1:0];
    end        
    always@(posedge clk or posedge rst)
    begin
        if(rst)
            addr[3:2] <= 2'b0;
        else if (p[4:3] == 2'b10)
            addr[3:2] <= (addr[3:2] == 2'd2) ? 2'd0 : addr[3:2] + 1'b1;
        else if (p[4:3] == 2'b01)
            addr[3:2] <= (addr[3:2] == 2'd0) ? 2'd0 : addr[3:2] - 1'b1;
        else
            addr[3:2] <= addr[3:2];
    end        
    always@(posedge clk or posedge rst)
    begin
        if(rst)
            wd <= 2'b01;
        else if (p[0] == 1'b1)begin
            if (gameover[9])
                wd <= {~gameover[8] , gameover[8]};   
            else if (ud == 2'b00)
                wd <= ~wd;
            else
                wd <= wd;
                end
        else
            wd <= wd;
       end     
endmodule
`timescale 1ns / 1ps
module debouncer
#(parameter N=16'hffff)
    (
    input clk,
    input rst,
    input I,
    output Y
    );
    reg [15:0] C;            
    reg [1:0] ps;            
    always@(posedge clk or posedge rst)begin
        if (rst == 1'b1)
                C <= 'b0;
        else if (ps == 2'b01 || ps == 2'b10)
            C <= C + 1'b1;  
        else
            C <= 'b0;  
    end
    always@(posedge clk or posedge rst) begin  
        if (rst == 1'b1)
                ps <= 'b0;
        else begin case (ps)
            2'b00: ps <= (I) ? 2'b01 : 2'b00;                        
            2'b01: ps <= (I) ? (C == N) ? 2'b11 : 2'b01 : 2'b00;     
            2'b11: ps <= (I) ? 2'b11 : 2'b10;                        
            2'b10: ps <= (I) ? 2'b11 : (C == N) ? 2'b00 : 2'b10;     
        endcase
        end
    end
    assign Y = ps[1];  
endmodule
`timescale 1ns / 1ps
module pulser
#(parameter PE = 1)(
    input       clk,
    input       rst,
    input       I,
    output wire Y
    );
    reg [1:0] ps;  
    always@(posedge clk or posedge rst)begin
        if (rst == 1'b1)
            ps <= 2'b0;
        else begin case (ps)  
            2'b00: ps <= (I) ? 2'b01 : 2'b00;    
            2'b01: ps <= 2'b11;                  
            2'b10: ps <= 2'b00;                  
            2'b11: ps <= (I) ? 2'b11 : 2'b10;    
        endcase
        end
    end
    assign Y = (ps == (PE ? 2'b01 : 2'b10)) ? 1'b1 : 1'b0;
endmodule

==> out/results.tsv <==
stage	metric	value	unit
worst_setup_path	required	2000	ps
yosys	yosysTopAreaCell	dfrtp_1	
layout	nFillCells	1159	
global_routing	grt_max_degree	117	
final_timing	finalClockPeriodUsage	76.1	%
final_timing	finalWorstPathRequiredPeriod	1900	ps
die	die_y	120	um
routing	num_vias	3658	
power_and_ir_drop	p_leak	0.00295	uW
global_routing	antenna_found_initial	0	
yosys	ff_type	dfrtp_1	
clocking	clock-sinks	116	
global_routing	overflow	0	
routing	drc	0	
die	die_x	120	um
yosys	synth_stat.cells	515	
yosys	syn_area_per_cell	10.8	um2
layout	final_util	48.8	%
power_and_ir_drop	power_density	673	nW/um2
worst_setup_path	crit_buf_inv	1	
yosys	ys_area	5560	um2
die	dieArea	14400	um2
layout	ff_latch_area	2910	um2
global_routing	grt_pass1_vias	3748	
worst_hold_path	hold_path_end	pD.ps[0]	
clocking	cts_root_buf	clkbuf_16	
worst_setup_path	crit_path_cell_trace	clkdlybuf4s50_1	
clocking	ctsHoldBuffers	0	
power_and_ir_drop	peakVddDrop	0.480	mV
die	row_count	42	
routing	viasPerCell	4.97	
yosys	ys_warn_count	3	
yosys	synth_seq_share	52.3	%
worst_hold_path	hold_depth	1	
final_timing	fin_tns_setup	0	ps
yosys	most_common_cell	dfrtp_1	
layout	comb_area	2530	um2
worst_hold_path	hold_start	pD.ps[1]	
worst_hold_path	hp-class	reg -> reg	
final_timing	tightest_slew	613	ps
global_routing	grt_usage	14.5	%
clocking	clockBufferDepth	2	
worst_setup_path	cp-start-kind	flop	
place	dpl_cell_area	5960	um2
yosys	syn_inst	515	
final_timing	timing.final.max_slew_violations	0	
final_timing	final-hold-violation-count	0	
final_timing	layout_setup_ws	596	ps
place	gp_congestion	0.752	
worst_setup_path	rrSetupSlack	640	ps
clocking	clk_pin_slew	50	ps
layout	finalInstanceArea	6540	um2
worst_setup_path	reg2reg_from	dbC.C[0]	
yosys	ys_ff	116	
global_routing	grt_pass1_wl	16600	um
place	dp_hpwl	5600	um
clocking	htree_levels	4	
worst_setup_path	crit_type	reg -> out	
worst_setup_path	rr_worst_depth	5	
yosys	synthesis.area	5560	um2
place	io_buffers	17	
worst_setup_path	max_stage_delay	540	ps
final_timing	max_freq	525	MHz
worst_setup_path	crit_fanout	3	
worst_setup_path	r2r-end	dbC.ps[1]	
routing	dr.pass1.iters	4	
final_timing	fin_skew	6.08	ps
final_timing	maxSlewHeadroom	59.1	%
worst_setup_path	cp_slowest_cell	dfstp_2	
die	pin_count	26	
layout	area.growth.synth_to_final	17.5	%
run_status	outcome	complete, no violations	
yosys	synthTopCellsByCount	110 x dfrtp_1, 58 x and2_1, 34 x xnor2_1	
yosys	synth-edff-count	0	
worst_setup_path	end_kind	output port	
clocking	clk_latency	400	ps
yosys	synth_cell_types	31	
clocking	post_cts_resized	0	
die	coreArea	13400	um2
yosys	synthArstFlopShare	100	%
clocking	postCtsSetupRepairBufs	0	
die	fp_util	41.5	%
final_timing	rsz0062_at_grt	false	
yosys	synth_top_area_share	49.5	%
layout	drive_gt1_share	7.32	%
clocking	cts_tree	built	
clocking	cts_made_buffers	17	
routing	num_antenna_cells	0	
worst_setup_path	cp_top_family	flip-flops	
routing	postRouteWirelength	8860	um
final_timing	setup_viol	0	
place	pre_cts_slack	658	ps
yosys	synth.area.top_cells	dfrtp_1 49%, ha_1 6.7%, and2_1 6.5%	
routing	routedWlPerCell	12.0	um
routing	dr.first_iter.drc_count	194	
flow_run	maxCapViolCount	0	
routing	ant_nets	0	
flow_run	warnings	52	
worst_setup_path	cp.arrival	1400	ps
[cell usage in the layout (no fill, tap or decap), types with 5 or more instances in the layout]
cell	netlist	layout
nor4_1	17	17
inv_1	26	25
a211oi_1	11	11
dfrtp_1	110	110
xnor2_1	34	34
and2_1	58	58
nand3_1	27	27
xor2_1	23	23
a21o_1	9	9
clkdlybuf4s50_1	0	17
a21boi_0	10	10
clkinv_2	0	6
nand4_1	26	26
or3_1	13	13
ha_1	30	30
dfstp_2	6	6
a21oi_1	5	5
clkbuf_16	0	17
o31a_1	5	5
and4_1	5	5
nor3_1	10	10
nor2b_1	10	10
nand2_1	21	21
o21ai_0	19	19
nor2_1	23	23
[cell families after synthesis]
family | share of synthesized area (%)
xor+xnor | 8.98
flops | 52.3
mux | 0.360
simple gates | 22.2
compound gates | 7.31
buf+inv | 2.09
fa+ha+maj | 6.75
[power breakdown]
group | switching, uW | leakage (uW) | internal (uW)
registers | 22.7 | 0.00158 | 1910
logic | 92.9 | 0.00108 | 56.3
clock network | 788 | 0.000285 | 1530
[area by class of cell]
cell class	count	area share [%]
Sequential cell	116	44.5
Multi-Input combinational cell	368	38.8
Clock buffer	22	7.25
Tap cell	176	3.37
Timing Repair Buffer	18	2.91
Clock inverter	10	1.61
Inverter	26	1.55
[per-stage QoR]
stage          power [uW]  instances  hold WS (ps)
3_5_place_dp         2110        704           413
2_1_floorplan        2060        515           405
3_3_place_gp         2110        704           408
6_report             4400        736           425
5_1_grt              4570        736           435
4_1_cts              4460        736           426
[worst max path at each step]
stage,cells after the start,end,from,slack [ps]
6_report,1,wd[0],wd[0],600
5_1_grt,5,dbC.ps[1],dbC.C[0],420
4_1_cts,1,wd[0],wd[0],580
[sequential cells by signal, indices dropped and copies added, names as in the netlist, 16 cells and up]
register / cells
dbC.C: 16
dbD.C: 16
dbL.C: 16
dbR.C: 16
dbU.C: 16
[metal layers]
| layer | vias up | track usage (%) | routed length [um] |
|---|---|---|---|
| li1 | 1866 | - | - |
| met4 | 0 | 1.48 | 78 |
| met1 | 1757 | 22.2 | 4430 |
| met3 | 4 | 3.40 | 281 |
| met5 | - | 0 | 0 |
| met2 | 31 | 22.5 | 4070 |
Power figures rest on the tool's default switching activity, not on a simulated workload.
