[flow/run.sh]
#!/bin/bash
# OpenROAD 26Q1-2900-gdf79404cd8, Yosys 0.63+post, stock flow scripts
make -C /OpenROAD-flow-scripts/flow DESIGN_CONFIG=/design/flow/config.mk WORK_HOME=/design/flow/orfs finish
[flow/config.mk]
export PLATFORM = sky130hd
export DESIGN_NAME = reg_array
export DESIGN_NICKNAME = reg_array
export VERILOG_FILES = /design/flow/design.v
export SDC_FILE = /design/flow/constraint.sdc
export NUM_CORES = 4
export LEC_CHECK = 1
export CORE_UTILIZATION = 50
[flow/constraint.sdc]
current_design reg_array

set clk_period 5.5
set clk_io_pct 0.2

create_clock -name clk0 -period $clk_period [get_ports {clk}]

set non_clock_inputs [all_inputs -no_clocks]
set_input_delay [expr $clk_period * $clk_io_pct] -clock clk0 $non_clock_inputs
set_output_delay [expr $clk_period * $clk_io_pct] -clock clk0 [all_outputs]
[flow/design.v]
`timescale 1ns / 1ps
module go_encode(
    input [31:0] mem,
    output [9:0] gameover
    );
    wire [15:0] line;
    assign line[0] = (mem[0] & mem[2] & mem[4]);
    assign line[1] = (mem[8] & mem[10] & mem[12]);
    assign line[2] = (mem[16] & mem[18] & mem[20]);
    assign line[3] = (mem[0] & mem[8] & mem[16]);
    assign line[4] = (mem[2] & mem[10] & mem[18]);
    assign line[5] = (mem[4] & mem[12] & mem[20]);
    assign line[6] = (mem[0] & mem[10] & mem[20]);
    assign line[7] = (mem[4] & mem[10] & mem[16]);
    assign line[8] = (mem[1] & mem[3] & mem[5]);
    assign line[9] = (mem[9] & mem[11] & mem[13]);
    assign line[10] = (mem[17] & mem[19] & mem[21]);
    assign line[11] = (mem[1] & mem[9] & mem[17]);
    assign line[12] = (mem[3] & mem[11] & mem[19]);
    assign line[13] = (mem[5] & mem[13] & mem[21]);
    assign line[14] = (mem[1] & mem[11] & mem[21]);
    assign line[15] = (mem[5] & mem[11] & mem[17]);
    assign gameover[0] = line[0] | line[8];
    assign gameover[1] = line[1] | line[9];
    assign gameover[2] = line[2] | line[10];
    assign gameover[3] = line[3] | line[11];
    assign gameover[4] = line[4] | line[12];
    assign gameover[5] = line[5] | line[13];
    assign gameover[6] = line[6] | line[14];
    assign gameover[7] = line[7] | line[15];
    assign gameover[8] = gameover[9] & |line[15:8];  
    assign gameover[9] = |gameover[7:0];  
endmodule
`timescale 1ns / 1ps
module reg_array(
    input clk,
    input rst,
    input wen,           
    input [1:0] I,       
    input [3:0] waddr,   
    input [3:0] raddr,   
    input save,          
    output [1:0] Y,      
    output [1:0] wY,     
    output [9:0] gameover,       
    output [9:0] gameover_vga   
    );
    reg [31:0] mem, memO; 
    always@(posedge clk or posedge rst)
    begin
        if (rst == 1'b1)
                mem <= 'b0;
        else  
        if(wen)begin
            if (|gameover)
                mem <= 'b0;  
            else
                mem <= (mem & ~(32'd3 << ({1'b0, waddr} << 1))) | ({30'd0, I} << ({1'b0, waddr} << 1));
            end
        else
            mem <= mem;
    end    
    always@(posedge clk or posedge rst)
    begin
        if (rst == 1'b1)
            memO <= 'b0;
        else if (save)
            memO <= mem;
        else
            memO <= memO;
    end
    assign  Y = memO >> ({1'b0, raddr} << 1);
    assign wY = mem  >> ({1'b0, waddr} << 1);  
    go_encode m0 (
        .mem(mem),
        .gameover(gameover)
    );
    go_encode m1 (
        .mem(memO),
        .gameover(gameover_vga)
    );
endmodule
==> flow_summary_export.csv <==
group,metric,value,unit
status,run_status,"finished clean",
timing,maxClockFrequency,212.8,MHz
timing,tns,0,ns
cells_and_area,post_route_cells_drive_above_1_share,22.54,%
critical_path,critical_path_class,"primary input to primary output",
critical_path,path_max_fanout,18,
timing,setup_viol_count_final,0,
yosys,syn_area_per_cell,11.38,sq um
power_and_ir_drop,pwr-share-clk,21.5,%
floorplanning,chipArea,0.007276,sq mm
yosys,synth-main-ff-cell,"sky130_fd_sc_hd__dfrtp_1",
run,tool_warnings,26,
hold_path,hold_path_class,"flop to flop",
cts,max-clock-path-buffers,2,
timing,worstMarginPinSlew,0.8238,ns
yosys,synthMostInstantiatedCell,"sky130_fd_sc_hd__dfrtp_1",
yosys,ys_area,0.003470,sq mm
timing,layout_min_cycle_time,4.699,ns
cts,root_buffer,"sky130_fd_sc_hd__clkbuf_8",
route,drt.antenna.violating_nets,0,
placed_design,final_hpwl_from_detailed_placement,6613,um
power_and_ir_drop,sequential_share_of_power,48.9,%
cells_and_area,finish.cell_count_without_fillers,423,
route,diodes_inserted,0,
grt,antenna_violations_before_repair,0,
grt,grt_max_degree,59,
yosys,synthesis.area,0.003470,sq mm
run,maximum_capacitance_violations,0,
yosys,yosys.area.top_type,"sky130_fd_sc_hd__dfrtp_1",
grt,first_global_vias,2687,
floorplanning,fp_util,53.12,%
critical_path,critical_path.n_buffers_inverters,2,
route,dr.first_iter.drc_count,228,
placed_design,io_buffer_count,37,
power_and_ir_drop,net-switching-power,0.0006496,W
critical_path,worst_setup_sp_type,"primary input",
cts,tritoncts_num_sinks,64,
critical_path,cpPeakStageDelay,1.01,ns
yosys,top_cells_area,"sky130_fd_sc_hd__dfrtp_1 (46%), sky130_fd_sc_hd__mux4_2 (13%), sky130_fd_sc_hd__mux2_2 (10%)",
timing,final_max_slew_viol_count,0,
yosys,synthTopCellsByCount,"sky130_fd_sc_hd__dfrtp_1 (64), sky130_fd_sc_hd__inv_1 (35), sky130_fd_sc_hd__mux2_2 (32)",
floorplanning,fp.dieH,85.30,um
critical_path,timing.critical_path.to_type,"primary output",
cells_and_area,finish.instance_area,0.004090,sq mm
power_and_ir_drop,swShare,35.03,%
route,avgRoutedWirePerCell,21.32,um
yosys,synth_largest_type_area_fraction,46.16,%
timing,skew,0.008808,ns
yosys,yosysWarnings,1,
power_and_ir_drop,static-leakage-power,1.794,nW
placed_design,dpl_cell_area,0.003891,sq mm
cts,clock.latency.late_pin,0.33,ns
route,route.vias.total,2719,
grt,first_pass_grt_wire_length,14510,um
cells_and_area,final_core_util,62.62,%
yosys,synth-seq-area-share,46.16,%
floorplanning,floorplan.io_pins,38,
route,post_drt_via_cell_ratio,6.428,
timing,final.period_utilization,85.44,%
cts,cts_inserted_buffers,9,
floorplanning,chipWidth,85.30,um
floorplanning,floorplan.rows,29,
cts,postCtsSetupRepairBufs,0,
cells_and_area,syn_to_final_growth,17.89,%
route,detailedRoute.firstPassIterationCount,4,
placed_design,gp_routability_congestion,0.9967,
critical_path,critical_path_required,4.40,ns
yosys,ys_cells,305,
cts,clock_tree.htree_level_count,3,
grt,grt_overflow,0,
route,drc_errors,0,
yosys,synthArstFlopShare,100.0,%
power_and_ir_drop,pwr-share-comb,29.6,%
cts,post_cts_resized,0,
critical_path,cp_data_arrival_time,3.60,ns
timing,rsz_0062_raised_after_global_routing,"false",
grt,grt_use_total,27.99,%
power_and_ir_drop,vdd.ir_drop.worst,284.4,uV
placed_design,place.detailed.instances,407,
floorplanning,placeableCoreArea,0.006531,sq mm
critical_path,critical_path.slowest_cell,"sky130_fd_sc_hd__clkdlybuf4s50_1",
timing,hold_viol_final,0,
yosys,ys.flops,64,
power_and_ir_drop,power_density,453.4,mW/mm^2
cts,post_cts_hold_buffer_count,0,
yosys,netlist_instances,305,
timing,worst_slew_margin_rel,44.91,%
power_and_ir_drop,cellInternalPower,0.001205,W
yosys,enable_flop_cells,0,
cts,cts.clk_slew.worst_paths,0.07,ns
yosys,yosys.cell_types.count,25,
cts,tritoncts_clock_tree,"built",
route,routed_wirelength,9017,um
critical_path,worstPathCellList,"clkdlybuf4s50_1, mux4_2, mux4_2, clkdlybuf4s50_1",
critical_path,timing.critical_path.max_delay_family,"buffers and inverters",
-- worst register-to-register path: stages, from the launching register on --
cell                      delay [ns]
sky130_fd_sc_hd__dfrtp_1        0.51
sky130_fd_sc_hd__nand3_1        0.19
sky130_fd_sc_hd__o31ai_1        0.14
sky130_fd_sc_hd__nor4_4         0.28
sky130_fd_sc_hd__buf_4          0.31
sky130_fd_sc_hd__nand2_1        0.21
sky130_fd_sc_hd__o32ai_1        0.33
-- cell families (layout without fill, tap and decap cells) --
| group | Yosys count | count (layout) | share of synthesized area, % |
|---|---|---|---|
| and+or+nand+nor | 76 | 76 | 12.41 |
| muxes | 52 | 52 | 23.37 |
| DFF | 64 | 64 | 46.16 |
| AOI/OAI and AO/OA | 62 | 62 | 12.12 |
| buffers and inverters | 51 | 92 | 5.950 |
-- layout make-up --
type | instances | area [sq um]
Inverter | 35 | 131.4
Timing Repair Buffer | 41 | 400.4
Tap cell | 77 | 96.34
Fill cell | 512 | 2441
Clock buffer | 13 | 158.9
Clock inverter | 3 | 40.04
Multi-Input combinational cell | 190 | 1662
Sequential cell | 64 | 1602
-- per-layer routing --
metal  GRT usage, %  share of wire, %  routed length, um  vias to the layer above
met5              0                 0                  0                        -
met1          44.69                43               3853                     1329
met2          43.55                47               4246                      141
met4          3.788               1.9                167                        0
met3          6.713               8.3                750                       13
li1               -                 -                  -                     1236
-- power groups by stage --
stage	clock [W]	sequential, W	combinational, W
finish	0.000399	0.000907	0.000548
global route	0.000431	0.000929	0.000601
CTS	0.000408	0.000898	0.000546
-- placed cells by master, fill, tap and decap left out, types with 5 or more instances in the layout --
| master | count |
|---|---|
| sky130_fd_sc_hd__dfrtp_1 | 64 |
| sky130_fd_sc_hd__clkdlybuf4s50_1 | 37 |
| sky130_fd_sc_hd__inv_1 | 34 |
| sky130_fd_sc_hd__mux2_2 | 32 |
| sky130_fd_sc_hd__o22ai_1 | 30 |
| sky130_fd_sc_hd__nand3_1 | 28 |
| sky130_fd_sc_hd__nand2_1 | 24 |
| sky130_fd_sc_hd__mux4_2 | 20 |
| sky130_fd_sc_hd__a31oi_1 | 16 |
| sky130_fd_sc_hd__clkbuf_8 | 11 |
| sky130_fd_sc_hd__o31ai_1 | 8 |
| sky130_fd_sc_hd__nand4_1 | 5 |
-- stage by stage --
step / hold slack, ns / setup slack (ns) / total power (W)
after floorplan: 0.4752 / 2.049 / 0.001188
after global placement: 0.4897 / 0.7881 / 0.001444
after detailed placement: 0.4909 / 0.7786 / 0.001450
after CTS: 0.5102 / 0.7787 / 0.001853
after global routing: 0.5188 / 0.6673 / 0.001961
final: 0.5053 / 0.8006 / 0.001854
-- flip-flops by register name, summed over array words and instances, names as in the netlist --
signal,count
mem,32
memO,32
-- final timing paths --
check                          from        to  cells past startpoint  slack [ns]
max                        waddr[0]     wY[1]                      4        0.80
min                        memO[30]  memO[30]                      1        0.51
max reg2reg                 mem[11]   mem[15]                      6        3.43
min reg2reg                memO[30]  memO[30]                      1        0.51
max in group asynchronous       rst   mem[26]                      3        3.58
min in group asynchronous       rst  memO[17]                      2        0.96
No activity file was given, so power comes from the tool's default toggle rates.
